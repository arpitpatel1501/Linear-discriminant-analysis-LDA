File: flow/run.sh
#!/bin/bash
# OpenROAD 26Q1-2900-gdf79404cd8, Yosys 0.63+post, stock flow scripts
make -C /OpenROAD-flow-scripts/flow DESIGN_CONFIG=/design/flow/config.mk WORK_HOME=/design/flow/orfs finish
File: flow/config.mk
export PLATFORM = sky130hd
export DESIGN_NAME = Converter
export DESIGN_NICKNAME = Converter
export VERILOG_FILES = /design/flow/design.v
export SDC_FILE = /design/flow/constraint.sdc
export NUM_CORES = 4
export LEC_CHECK = 1
export CORE_UTILIZATION = 30
File: flow/constraint.sdc
current_design Converter

set clk_period 16.9
set clk_io_pct 0.2

create_clock -name clk0 -period $clk_period

set non_clock_inputs [all_inputs -no_clocks]
set_input_delay [expr $clk_period * $clk_io_pct] -clock clk0 $non_clock_inputs
set_output_delay [expr $clk_period * $clk_io_pct] -clock clk0 [all_outputs]
File: flow/design.v
`timescale 1ns / 1ps
module Converter(decimalValue, binaryFP);
input [31:0]decimalValue;
output wire[31:0]binaryFP;
wire [22:0]Mantissa;
wire [7:0]exp;
wire [31:0]i;
assign i=   (decimalValue[31]) ? 31 :
				(decimalValue[30]) ? 30 :
				(decimalValue[29]) ? 29 :
				(decimalValue[28]) ? 28 :
				(decimalValue[26]) ? 26 :
				(decimalValue[25]) ? 25 :
				(decimalValue[24]) ? 24 :
				(decimalValue[23]) ? 23 :
				(decimalValue[22]) ? 22 :
				(decimalValue[21]) ? 21 :
				(decimalValue[20]) ? 20 :
				(decimalValue[19]) ? 19 :
				(decimalValue[18]) ? 18 :
				(decimalValue[17]) ? 17 :
				(decimalValue[16]) ? 16 :
				(decimalValue[15]) ? 15 :
				(decimalValue[14]) ? 14 :
				(decimalValue[13]) ? 13 :
				(decimalValue[12]) ? 12 :
				(decimalValue[11]) ? 11 :
				(decimalValue[10]) ? 10 :
				(decimalValue[9]) ? 9 :
				(decimalValue[8]) ? 8 :
				(decimalValue[7]) ? 7 :
				(decimalValue[6]) ? 6 :
				(decimalValue[5]) ? 5 :
				(decimalValue[4]) ? 4 :
				(decimalValue[3]) ? 3 :
				(decimalValue[2]) ? 2 :
				(decimalValue[1]) ? 1 :
				0;
assign Mantissa = (i == 1) ? {decimalValue[0]  ,22'b0} :
					   (i == 2) ? {decimalValue[1:0],21'b0} : 
						(i == 3) ? {decimalValue[2:0],20'b0} : 
						(i == 4) ? {decimalValue[3:0],19'b0} : 
						(i == 5) ? {decimalValue[4:0],18'b0} : 
						(i == 6) ? {decimalValue[5:0],17'b0} : 
						(i == 7) ? {decimalValue[6:0],16'b0} : 
						(i == 8) ? {decimalValue[7:0],15'b0} : 
						(i == 9) ? {decimalValue[8:0],14'b0} : 
						(i == 10) ? {decimalValue[9:0],13'b0} : 
						(i == 11) ? {decimalValue[10:0],12'b0} : 
						(i == 12) ? {decimalValue[11:0],11'b0} : 
						(i == 13) ? {decimalValue[12:0],10'b0} : 
						(i == 14) ? {decimalValue[13:0],9'b0} : 
						(i == 15) ? {decimalValue[14:0],8'b0} : 
						(i == 16) ? {decimalValue[15:0],7'b0} : 
						(i == 17) ? {decimalValue[16:0],6'b0} : 
						(i == 18) ? {decimalValue[17:0],5'b0} : 
						(i == 19) ? {decimalValue[18:0],4'b0} : 
						(i == 20) ? {decimalValue[19:0],3'b0} : 
						(i == 21) ? {decimalValue[20:0],2'b0} : 
						(i == 22) ? {decimalValue[21:0],1'b0} : 
						(i == 23) ? {decimalValue[22:0]} : 
						(i == 24) ? {decimalValue[23:1]} : 
						(i == 25) ? {decimalValue[24:2]} : 
						(i == 26) ? {decimalValue[25:3]} : 
						(i == 27) ? {decimalValue[26:4]} : 
						(i == 28) ? {decimalValue[27:5]} : 
						(i == 29) ? {decimalValue[28:6]} : 
						(i == 30) ? {decimalValue[29:7]} : 
						(i == 31) ? {decimalValue[30:8]} : 
						 23'b0;
assign exp = 8'b01111111 + i[7:0];	 
assign binaryFP = {1'b0, exp, Mantissa};  
endmodule
==> metrics.yaml <==
route:
  wl_um: 31800
  via_count: 8820
  post-route-drc-count: 0
  drt_first_pass_iters: 7
  antennaDiodeCount: 0
  drt_iter0_drc: 1612
  ant_nets: 0
  viasPerCell: 7.55
  wl_per_cell_um: 27.2
grt:
  grt_first_pass_wirelength_um: 48700
  overflow: 0
  first_global_vias: 8010
  grt_max_degree: 43
  antenna_found_initial: 0
  grtUsageTotal: 0.320
placed_design:
  place_congestion: 1.08
  placedCellCount: 1168
  dp_hpwl_um: 21200
  port_buffers: 63
layout:
  fillers: 1982
  logic_area_sq_um: 5060
  ff_count: 0
  seqCellArea_sq_um: 0
  drive_gt1_frac: 0.0863
  fin_util: 0.353
  area_delta_synth_final_pct: 13.5
  final-instance-count-excl-fill: 1168
  n_clock_buffer: 0
power_and_ir_drop:
  p_seq_frac: 0
  swShare: 0.611
  p_sw_mw: 0.100
  comb_power_share: 1.000
  intPower_mw: 0.0639
  p_leak_nw: 2.12
  clockPowerShare: 0
  finalPower_mw: 0.164
  p_per_area_nw_per_um2: 25.5
  ir_drop_mv: 0.0138
setup_path:
  cpMostUsedCell: "a21oi_1"
  cp-endpoint: "binaryFP[18]"
  worstPathMaxFanout: 37
  setup.worst_path.start: "decimalValue[2]"
  worst_ep_required_time_ps: 13520
  crit_chain: "clkdlybuf4s50_1 -> buf_4 -> inv_1 -> a21oi_1 -> o21bai_1 -> a21oi_1 -> o31ai_1 -> a31oi_1 -> o21ai_0 -> a21oi_1 -> ha_1 -> buf_4 -> clkinv_1 -> nor3_1 -> buf_4 -> nand2_1 -> nand4_1 -> a41oi_1 -> or4_1 -> a211oi_1 -> o21bai_1 -> a21oi_1 -> clkdlybuf4s50_1"
  critPathLaunchType: "input port"
  slowest_delay_ps: 750
  critPathCaptureType: "output pin"
  setup.worst_path.class: "input port to output pin"
  cpMaxStageDelayCell: "clkinv_1"
  cp.arrival_ps: 9800
cts:
  cts_setup_buffers: 0
  cts_hold_buf: 0
  cts_resized: 0
synth:
  syn-instance-count: 955
  syn_area_sq_um: 5680
  synthDistinctLibCells: 78
  syn_area_per_cell_sq_um: 5.94
  ys_area_sq_um: 5680
  ys_cells: 955
  ys_sh_xor: 0.00309
  ys_warn_count: 0
  ys_sh_adder: 0.0110
  synth-simple-area-share: 0.322
  ys_sh_aoi: 0.549
  logic_family: "AND-OR/OR-AND gates"
  seq_area_frac_synth: 0
  ys_sh_mux: 0.00176
final_timing:
  rsz0062_at_grt: "false"
  slew_headroom: 0.320
  finalSetupViolCount: 0
  hold_viol: 0
  layout_min_cycle_time_ps: 13180
  finalClockPeriodUsage: 0.780
  max_slew.worst_pin.slew_ps: 995
  max_freq_mhz: 75.9
  slew_viol_final: 0
  setup_tns_ps: 0
die:
  die_y_um: 140
  die_x_um: 140
  fp_util: 0.311
  dieArea_sq_um: 19500
  rows: 49
  io_pins: 64
  coreArea_sq_um: 18300
flow_run:
  tool_warnings: 36
  drv_cap: 0
outcome:
  run_status: "finished, final reports clean"
hold_path:
  hp-class: "input port to output pin"
## cell families (layout without fill, tap and decap cells)
logic type | Yosys count | count (layout)
AOI/OAI and AO/OA | 432 | 432
xor gates and xnor gates | 2 | 2
adders and majority gates | 5 | 5
buffers and inverters | 149 | 133
muxes | 1 | 1
other | 1 | 1
and+or+nand+nor | 365 | 365
## metal layers
layer  GRT usage  part of all wire
met2       0.483              0.43
met5           0                 0
met4       0.168             0.066
met3      0.0736              0.14
met1       0.424              0.37
## synthesized netlist by cell type (5+ instances only)
master	instances	area [sq um]
nand2_1	99	372
clkbuf_1	93	349
nor2_1	89	334
o21ai_0	82	410
a21oi_1	71	355
nand3_1	49	245
a221oi_1	39	342
nor3_1	39	195
o221ai_1	27	236
a211oi_1	25	188
o211ai_1	24	180
buf_2	20	100
o22ai_1	19	119
nor4_1	17	106
and3_1	16	100
a31oi_1	15	93.8
inv_1	15	56.3
a22oi_1	10	75.1
buf_1	10	37.5
nand4_1	10	62.6
o2111ai_1	9	78.8
a2111oi_0	8	70.1
a211o_1	8	70.1
or4_1	8	60.1
a221o_1	7	70.1
a2bb2oi_1	7	61.3
nor3_2	7	70.1
o21ai_1	7	35.0
o31ai_1	7	52.6
or3_1	7	43.8
a22o_1	6	52.6
a32oi_1	6	52.6
a222oi_1	5	50.1
buf_4	5	37.5
ha_1	5	62.6
## cell type report
class,instances,share of cell area
timing repair buffer,116,0.160
inverter,17,0.00990
tap,229,0.0445
multi-input combinational,806,0.786
## critical path: cells and delay by family
kind	cells	cell delay, ps
fa+ha+maj	1	220
simple gates	4	1150
compound gates	11	2160
buf+inv	7	2850
## worst min path at each step
stage	start	cells after the start	endpoint
6_report	decimalValue[0]	5	binaryFP[10]
5_1_grt	decimalValue[0]	5	binaryFP[10]
4_1_cts	decimalValue[0]	5	binaryFP[10]
## cells in the final DEF, fill, tap and decap left out, drive strengths merged, types with 10 or more instances in the layout
| cell type | count |
|---|---|
| a21oi | 72 |
| clkdlybuf4s50 | 63 |
| o211ai | 24 |
| nand4 | 10 |
| nand3 | 50 |
| buf | 53 |
| nor2 | 89 |
| a22oi | 10 |
| a221oi | 39 |
| a31oi | 15 |
| a211oi | 25 |
| and3 | 16 |
| nand2 | 100 |
| inv | 15 |
| o22ai | 19 |
| o221ai | 27 |
| nor3 | 47 |
| o21ai | 89 |
| nor4 | 22 |
## power by group through the flow
stage                 clock [mW]  combinational [mW]  sequential (mW)
after CTS                      0               0.157                0
after global routing           0               0.172                0
final                          0               0.164                0
## through the flow
| stage | worst slack (ps) | hold WS (ps) | cell area, sq um |
|---|---|---|---|
| 4_1_cts | 4080 | 7940 | 6440 |
| 3_3_place_gp | 4100 | 7950 | 6440 |
| 5_1_grt | 3530 | 8010 | 6440 |
| 2_1_floorplan | 6590 | 6980 | 5680 |
| 6_report | 3720 | 7940 | 6440 |
| 3_5_place_dp | 4120 | 7930 | 6440 |
Power and IR drop assume default switching activity.
