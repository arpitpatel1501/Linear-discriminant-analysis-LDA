==> ./design.v <==
`timescale 1ns / 1ps
module Converter1(a,clk,sign_ans,ans,temp_ans);
input [31:0] a;
input clk;
output [23:0] ans;
output sign_ans;
output [7:0] temp_ans;
wire [7:0] x,x1,temp,i;
wire [23:0] temp1;
wire [23:0] ans;
assign x = a[30:23] - 127;
assign x1 = 23 - (x-1);
assign temp_ans = temp;
assign sign_ans = a[31];
assign i =  (a[0]) ? 0 :
				(a[1]) ? 1 :
				(a[2]) ? 2 :
				(a[3]) ? 3 :
				(a[4]) ? 4 :
				(a[5]) ? 5 :
				(a[6]) ? 6 :
				(a[7]) ? 7 :
				(a[8]) ? 8 :
				(a[9]) ? 9 :
				(a[10]) ? 10 :
				(a[11]) ? 11 :
				(a[12]) ? 12 :
				(a[13]) ? 13:
				(a[14]) ? 14:
				(a[15]) ? 15 :
				(a[16]) ? 16 :
				(a[17]) ? 17 :
				(a[18]) ? 18 :
				(a[19]) ? 19 :
				(a[20]) ? 20 :
				(a[21]) ? 21 :
				(a[22]) ? 22 : 0;
assign temp = (a[30:0] == 31'd0) ? 1'b0 : (x1-i-1 > 0) ? x1-i-1 : 0;
assign temp1 = {1'b1,a[22:0]};
assign ans = (a[30:0] == 31'd0) ? 24'd0 : temp1 >> (i);
endmodule
==> ./run.sh <==
#!/bin/bash
# OpenROAD 26Q1-2900-gdf79404cd8, Yosys 0.63+post, stock flow scripts
make -C /OpenROAD-flow-scripts/flow DESIGN_CONFIG=/design/flow/config.mk WORK_HOME=/design/flow/orfs finish
==> ./config.mk <==
export PLATFORM = sky130hd
export DESIGN_NAME = Converter1
export DESIGN_NICKNAME = Converter1
export VERILOG_FILES = /design/flow/design.v
export SDC_FILE = /design/flow/constraint.sdc
export NUM_CORES = 4
export LEC_CHECK = 1
export CORE_AREA = 10 10 103 103
export DIE_AREA = 0 0 113 113
==> ./constraint.sdc <==
current_design Converter1

set clk_period 12.9
set clk_io_pct 0.2

create_clock -name clk0 -period $clk_period

set non_clock_inputs [all_inputs -no_clocks]
set_input_delay [expr $clk_period * $clk_io_pct] -clock clk0 $non_clock_inputs
set_output_delay [expr $clk_period * $clk_io_pct] -clock clk0 [all_outputs]
==> run notes <==
Flow results.

- The run finished with clean final reports.
- According to the timing report, the data required time at the worst endpoint equals slightly above 10 ns.
- On the critical path the data arrives at 7.13 ns.
- For this run, the number of Yosys warnings is 0.
- There are 0 flip-flops and latches.
- The weighted congestion at the end of routability-driven global placement is between 0.9 and 1.
- The report lists the power per cell area as between 40 and 50 mW/mm².
- The share of the synthesized area in the top cell type is 13.9%.
- Dividing the detail-routed wire length by the instance count gives 15.9 µm.
- The worst setup path is captured at an output port.
- The final number of max-transition violations is 0.
- The via count of the first global-routing pass is 2137.
- In the log, the iteration count for the first detailed-route pass is 4.
- The worst setup path is launched from a primary input.
- The minimum period implied by the final worst setup slack is between 9 and 10 ns.
- The number of antenna violations at the first check in global routing is 0.
- The clock power share is 0%.
- The peak supply drop is ~0.012 mV.
- For this block, the routed nets add up to approximately 6700 µm of wire.
- The placement report lists the number of port buffers as between 60 and 70.
- The placeable core region is between 0.008 and 0.009 mm².
- Registers are responsible for 0% of the overall power.
- Leaving out buffers and inverters, the combinational logic in the layout accounts for 0.00167 mm².
- The die is 113 µm tall.
- Across all stage logs, warnings added up to 35.
- For this run, the top clock speed supported by timing is just over 100 MHz.
- The global-route usage over all layers is 9.89%.
- Using the TritonRoute via totals, the vias-per-cell ratio works out to between 5 and 6.
- The post-synthesis to final-layout area growth is 34.5%.
- The cell type with the highest aggregate area in the netlist is sky130_fd_sc_hd__mux2i_1.
- For this run the detailed placement stage logged an HPWL of 5600 µm.
- After global routing the overflow that remains totals 0.
- The combinational cell fraction of total power is 100.0%.
- Per the run summary, max-cap violations total 0.
- Final hold analysis gives a worst-case slack of about 5.2 ns.
- Of the total power, the share spent switching nets is ~44%.
- The number of setup buffers added after CTS is 0.
- The cell family with the largest share of critical-path delay is AND-OR/OR-AND gates.
- Summing the sequential cell areas from Yosys gives 0% of the chip area.
- The cell count after synthesis is ~270.
- Sorting the synthesized cells by area gives the leading types as sky130_fd_sc_hd__mux2i_1 14%, sky130_fd_sc_hd__nor2_1 7.6%, sky130_fd_sc_hd__ha_1 6.0%.
- After synthesis, the design contains between 200 and 300 cells according to Yosys.
- The number of ports placed on the die boundary is ~66.
- The relative max-transition margin is 60.9%.
- The design internal power is 63.4 µW.
- Per STA, the worst path is made up of clkdlybuf4s50_1 -> nor4_1 -> a21oi_1 -> o2111ai_1 -> and3_1 -> inv_2 -> ha_1 -> a21o_1 -> a21oi_1 -> xnor2_1 -> a211oi_1 -> o211ai_1 -> a21oi_1 -> xor2_1 -> nor2_1 -> clkdlybuf4s50_1.
- Summing over every cut layer, the via total after detailed routing is around 2200.
- In this run the cell area of the synthesized design comes to roughly 0.0019 mm².
- The reported net switching power is 50.6 µW.
- The report puts the hold buffer count at CTS at 0.
- The final timing report counts setup violations totalling 0.
- The master of the slowest instance on the critical path is sky130_fd_sc_hd__and3_1.
- The fill cell instance count of the final layout is 893.
- The residual DRC count is 0.
- The class of the most critical hold timing path is in -> out.
- In this design, the stage delay of the slowest critical-path cell is around 0.56 ns.
- Looking at the critical path, the highest net fanout was 25.
- The total negative slack for setup checks is 0 ns.
- The global-route wire length before repair is about 11000 µm.
- Once layout is complete, the cells apart from fillers number about 420.
- The first routing iteration left between 200 and 250 violations.
- At the floorplan stage, the core utilization is reported as between 20% and 30%.
- Summing all flip-flop and latch instances after layout gives 0 µm².
- For reference, the placement row count at floorplan is 33.
- Summing internal, switching and leakage power gives between 100 and 150 µW.
- According to the floorplan report, the total die area is 0.0128 mm².
- The standby leakage power is around 0.0011 µW.
- The average instance area after synthesis is ~7 µm².
- The residual antenna-violating net count after detailed routing is 0.
- Setup slack closes at 3.19 ns.
- The library cell appearing most often on the critical path is sky130_fd_sc_hd__a21oi_1.
- Setup repair after global routing left no endpoint under its margin.
- Timing analysis after detailed placement gives a worst setup slack of 3.22 ns.
- The horizontal die size is 113 µm.
- The number of antenna diodes in the final layout is 0.
- The number of clock buffer instances in the layout is 0.
- The layout summary lists the proportion of cells stronger than drive strength 1 as between 5 and 6%.
- The share of the clock period used by the worst path is roughly 75%.
- For the pin with the worst max-slew slack, the measured transition is just under 0.6 ns.
- The number of gates resized after CTS was 0.
- Entering global routing, the biggest net connects 26 pins.
- Along the critical path, the tally of buffer and inverter instances is 3.
- The number of cells after detailed placement is around 420.
- The tally of unique sky130hd cells used after synthesis is between 60 and 70.
- In the synthesis report, Yosys lists the chip area as between 0.0015 and 0.002 mm².
- The worst setup path category is in -> out.
- The hold violation total from the final report is 0.
==> per-layer routing <==
layer	vias to the layer above	wire, µm	part of all wire [%]	global-route usage, %
li1	1101	-	-	-
met1	1001	3220	48	14.9
met2	81	2800	42	14.4
met3	6	647	9.6	2.40
met4	0	54	0.80	0.592
met5	-	0	0	0
==> logic make-up (layout without fill, tap and decap cells) <==
logic type / count (synthesis) / count (layout) / share of synthesized area, %
adder cells (fa/ha/maj): 10 / 10 / 7.10
AND-OR/OR-AND: 78 / 78 / 30.0
AND/OR/NAND/NOR: 99 / 99 / 26.6
XOR/XNOR: 13 / 13 / 6.09
buffers and inverters: 39 / 85 / 10.9
multiplexers: 32 / 32 / 19.3
==> final timing paths <==
kind	slack, ns	cells after the start	start	end
max	3.19	16	a[16]	temp_ans[7]
min	5.16	0	a[31]	sign_ans
==> metrics by stage <==
step | util [%] | instance area (µm²)
after detailed placement | 30.3 | 2510
after CTS | 30.3 | 2510
after global placement | 30.3 | 2510
after floorplan | - | 1870
final | 30.3 | 2510
after global routing | 30.3 | 2510
==> cell usage in the layout, fill, tap and decap left out, types with 3 or more instances in the layout <==
cell                              instances
sky130_fd_sc_hd__a21o_1                   4
sky130_fd_sc_hd__a21oi_1                 16
sky130_fd_sc_hd__a221o_1                  3
sky130_fd_sc_hd__a221oi_1                 3
sky130_fd_sc_hd__a22o_1                   4
sky130_fd_sc_hd__a22oi_1                  3
sky130_fd_sc_hd__and2_1                   4
sky130_fd_sc_hd__clkdlybuf4s50_1         63
sky130_fd_sc_hd__ha_1                     9
sky130_fd_sc_hd__inv_1                   18
sky130_fd_sc_hd__mux2_2                   3
sky130_fd_sc_hd__mux2i_1                 26
sky130_fd_sc_hd__mux4_2                   3
sky130_fd_sc_hd__nand2_1                 14
sky130_fd_sc_hd__nand2b_1                 4
sky130_fd_sc_hd__nor2_1                  38
sky130_fd_sc_hd__nor2b_1                  4
sky130_fd_sc_hd__nor3_1                  10
sky130_fd_sc_hd__nor4_1                   4
sky130_fd_sc_hd__o211ai_1                 4
sky130_fd_sc_hd__o21ai_0                  7
sky130_fd_sc_hd__o21ai_1                  4
sky130_fd_sc_hd__o22ai_1                  7
sky130_fd_sc_hd__o2bb2ai_1                3
sky130_fd_sc_hd__or3_1                    4
sky130_fd_sc_hd__xnor2_1                 10
sky130_fd_sc_hd__xor2_1                   3
==> area by class of cell <==
type	count	share of cell area, %
Timing Repair Buffer	63	25.1
Multi-Input combinational cell	232	66.2
Tap cell	105	5.22
Inverter	22	3.48
==> power by group through the flow <==
| stage | registers [µW] | clock network [µW] | logic (µW) |
|---|---|---|---|
| CTS | 0 | 0 | 115 |
| global route | 0 | 0 | 126 |
| finish | 0 | 0 | 114 |
==> Yosys cell counts (2+ instances only) <==
cell	n
sky130_fd_sc_hd__inv_4	2
sky130_fd_sc_hd__nor2_1	38
sky130_fd_sc_hd__o21ai_0	7
sky130_fd_sc_hd__o22ai_1	7
sky130_fd_sc_hd__a31oi_1	2
sky130_fd_sc_hd__and3_1	2
sky130_fd_sc_hd__nor2b_1	4
sky130_fd_sc_hd__xor2_1	3
sky130_fd_sc_hd__a21o_1	4
sky130_fd_sc_hd__a21oi_1	16
sky130_fd_sc_hd__buf_2	5
sky130_fd_sc_hd__a221oi_1	3
sky130_fd_sc_hd__nor3_1	10
sky130_fd_sc_hd__ha_1	9
sky130_fd_sc_hd__nand3b_1	2
sky130_fd_sc_hd__nand2b_1	4
sky130_fd_sc_hd__nand3_1	2
sky130_fd_sc_hd__o21ai_1	4
sky130_fd_sc_hd__a22oi_1	3
sky130_fd_sc_hd__o211ai_1	4
sky130_fd_sc_hd__or4_1	2
sky130_fd_sc_hd__or3_1	4
sky130_fd_sc_hd__buf_6	3
sky130_fd_sc_hd__o2111ai_1	2
sky130_fd_sc_hd__xnor2_1	10
sky130_fd_sc_hd__mux2i_1	26
sky130_fd_sc_hd__nor4_1	4
sky130_fd_sc_hd__nand2_1	14
sky130_fd_sc_hd__and2_1	4
sky130_fd_sc_hd__a22o_1	4
sky130_fd_sc_hd__o21a_1	2
sky130_fd_sc_hd__inv_1	18
sky130_fd_sc_hd__o31ai_1	2
sky130_fd_sc_hd__inv_2	2
sky130_fd_sc_hd__mux4_2	3
sky130_fd_sc_hd__o221ai_1	2
sky130_fd_sc_hd__clkbuf_1	6
sky130_fd_sc_hd__buf_4	2
sky130_fd_sc_hd__a221o_1	3
sky130_fd_sc_hd__mux2_2	3
sky130_fd_sc_hd__o2bb2ai_1	3
No activity file was given, so power comes from the tool's default toggle rates.
